### ./design.v
`timescale 1ns/1ps
module Control (
    input [5:0] Opcode,
    input [5:0] Funct,
    output ExtOp,
    output ALUSrc,
    output [3:0] ALUOp,
    output [1:0] RegDst,
    output MemWr,
    output MemRead,
    output [2:0] Branch,
    output [1:0] MemtoReg,
    output RegWr,
    output [1:0] Jump,
    output WordorByte
);
    wire [2:0] Category;
    reg [3:0] op;
    assign ALUOp = op;
    parameter [3:0] ALU_ADD = 0;
    parameter [3:0] ALU_SUB = 1;
    parameter [3:0] ALU_AND = 2;
    parameter [3:0] ALU_OR = 3;
    parameter [3:0] ALU_NOR = 4;
    parameter [3:0] ALU_LUI = 5;
    parameter [3:0] ALU_SLL = 6;
    parameter [3:0] ALU_SRL = 7;
    parameter [3:0] ALU_SRA = 8;
    parameter [3:0] ALU_SLT = 9;
    assign Category = ((Funct == 8 || Funct == 9) && Opcode == 0)?3:
                   (Opcode == 2 || Opcode == 3)?4:
                   (Opcode >= 4 && Opcode <= 7)?5:
                   (Opcode >= 8 && Opcode <= 15)?1:
                   (Opcode == 0)?0:2;
    assign ExtOp = (Category == 2 || Opcode == 8 || Opcode == 10);
    assign ALUSrc = (Category == 0);
    assign RegDst = ((Opcode == 0 && Funct == 9) || Opcode == 3)?2:(Category == 0)?1:0;
    assign MemWr = (Opcode == 40 || Opcode == 43);
    assign MemRead = (Opcode == 32 || Opcode == 35);
    assign Branch = (Category == 5)?Opcode:0;
    assign RegWr = (Category == 5 || Opcode == 40 || Opcode == 43 || Opcode == 2 || (Opcode == 0 && Funct == 8))?0:1;
    assign Jump = (Category == 4)?1:(Category == 3)?2:0;
    assign WordorByte = (Opcode == 32) || (Opcode == 40);
    assign MemtoReg = (Opcode == 32 || Opcode == 35)?1:
                    ((Opcode == 0 && Funct == 9) || (Opcode == 3))?2:0;
    always @(*) begin
        case (Opcode)
            0: begin
                case (Funct)
                    32,33:op <= ALU_ADD;
                    34,35:op <= ALU_SUB;
                    36:op <= ALU_AND;
                    37:op <= ALU_OR;
                    39:op <= ALU_NOR;
                    0:op <= ALU_SLL;
                    2:op <= ALU_SRL;
                    3:op <= ALU_SRA;
                    42,43:op <= ALU_SLT;
                    default:op <= 16;
                endcase
            end
            8,9,32,35,40,43:op <= ALU_ADD;
            12:op <= ALU_AND;
            13:op <= ALU_OR;
            15:op <= ALU_LUI;
            10,11:op <= ALU_SLT;
            default:op <= 16;
        endcase
    end
endmodule  
### ./config.mk
export PLATFORM = sky130hd
export DESIGN_NAME = Control
export DESIGN_NICKNAME = Control
export VERILOG_FILES = /design/flow/design.v
export SDC_FILE = /design/flow/constraint.sdc
export NUM_CORES = 4
export LEC_CHECK = 1
export CORE_AREA = 10 10 70 70
export DIE_AREA = 0 0 80 80
### ./run.sh
#!/bin/bash
# OpenROAD 26Q1-2900-gdf79404cd8, Yosys 0.63+post, stock flow scripts
make -C /OpenROAD-flow-scripts/flow DESIGN_CONFIG=/design/flow/config.mk WORK_HOME=/design/flow/orfs finish
### ./constraint.sdc
current_design Control

set clk_period 1.6
set clk_io_pct 0.2

create_clock -name clk0 -period $clk_period

set non_clock_inputs [all_inputs -no_clocks]
set_input_delay [expr $clk_period * $clk_io_pct] -clock clk0 $non_clock_inputs
set_output_delay [expr $clk_period * $clk_io_pct] -clock clk0 [all_outputs]
==> out/qor.yml <==
status: "finished, violations left"
violations: "setup timing"
critPathRequiredTime_ns: 1.28
ant_nets: 0
fp-utilization_pct: 12.34
syn_inst: 63
synth_area_um2: 421.7
fin_crit_ns: 1.722
grt-ovfl-total: 0
yosys-top-cells-count: "nor2_1, and2_1, inv_1, nand2_1"
design_area_mm2: 0.001185
ys_area_um2: 421.7
via_count: 722
setup-violations-final: 6
finalHoldViolations: 0
first_iter_violations: 37
yosys.area.top_type: "nor4_4"
dieArea_mm2: 0.006400
ys_cells: 63
setup_tns_ns: -0.2673
drt_wl_total_um: 2191
clkbuf_count: 0
finalClockPeriodUsage_pct: 107.6
critPathKind: "in2out"
num-fill-cells: 348
grt_max_degree: 10
relSlewSlack_pct: 81.44
worst_slew_pin_slew_ns: 0.2744
syn2layout_area_growth_pct: 181.0
io_buffers: 31
rsz0062_at_grt: "yes"
vias_per_cell: 4.298
crit_fanout: 4
fmax_mhz: 580.7
grt_pass1_wl_um: 3691
power_leakage_nw: 0.5379
end_kind: "primary output"
logic_area_um2: 564.3
die_width_um: 80
most_common_cell: "nor2_1"
synth_warnings: 1
antenna_found_initial: 0
dpl-instance-area_um2: 883.3
netlist.area_leader.share_pct: 10.09
synth_cell_types: 36
antenna_cells: 0
wl_per_cell_um: 13.04
grt_use_total_pct: 6.815
die_h_um: 80
ctsHoldBuffers: 0
vdd_drop_max_mv: 0.1000
row_count: 21
ys_seq_share_pct: 0
flops: 0
syn_area_per_cell_um2: 6.693
area.sequential_um2: 0
first_global_vias: 751
topCellsByArea: "nor4_4, nor2_1, and2_1"
drv_cap: 0
crit_arrival_ns: 1.40
finalWorstSetupSlack_ns: -0.1219
cp-start-kind: "input port"
hpwl_um: 1526
p_per_area_mw_per_mm2: 186.8
drv_slew: 0
num_io_pins: 31
warning_count: 34
dr.pass1.iters: 4
core_area_mm2: 0.003416
drive_above_1_share_pct: 73.77
drc: 0
hold_class: "in2out"
gp_congestion: 0.8124
==> layer usage <==
layer  global-route usage, %  part of all wire, %  vias up
met5                       0                    0        -
met4                       0                    0        0
met3                   1.932                  8.6        0
met2                   9.872                   42       26
met1                   10.23                   49      337
li1                        -                    -      359
==> cells in the final DEF, fill, tap and decap left out, drive strengths merged, types with 2 or more instances in the layout <==
master	count
nor4	3
nor3	2
a21boi	3
and2	5
nor4b	2
nand3	3
buf	56
inv	4
clkdlybuf4s15	2
dlygate4sd2	6
o22ai	2
a21oi	2
nor2	8
nand2	6
nor3b	2
o21ai	2
==> logic make-up (layout without fill, tap and decap cells) <==
| logic type | after synthesis | in the layout | share of synthesized area [%] |
|---|---|---|---|
| and+or+nand+nor | 37 | 37 | 61.13 |
| AOI/OAI and AO/OA | 15 | 15 | 24.63 |
| buffers and inverters | 9 | 68 | 9.790 |
| xor gates and xnor gates | 1 | 1 | 2.078 |
| muxes | 1 | 1 | 2.374 |
==> critical path: stages <==
cell and delay [ns]:
buf_8 0.10, nor4_4 0.28, buf_4 0.19, buf_6 0.10, nand3_4 0.07, buf_6 0.13, o22ai_4 0.09, buf_2 0.12
==> where the power goes <==
group | leakage (nW) | switching (mW) | internal [mW]
registers | 0 | 0 | 0
clock network | 0 | 0 | 0
logic | 0.538 | 0.100 | 0.121
==> area by class of cell <==
cell class / count / share of cell area, %
Inverter: 4 / 1.267
Multi-Input combinational cell: 54 / 47.62
Tap cell: 46 / 4.857
Timing Repair Buffer: 64 / 46.25
==> what timing repair did <==
| item | in CTS | in global routing |
|---|---|---|
| gates resized | 137 | 27 |
| setup endpoints to repair | 19 | 13 |
| hold endpoints to repair | 0 | 0 |
| cloned | 0 | 0 |
| pin swaps | 28 | 16 |
| setup buffers | 17 | 3 |
==> path summary, 6_finish.rpt <==
| path | end | depth (start not counted) | startpoint |
|---|---|---|---|
| max | ALUOp[1] | 8 | Opcode[4] |
| min | ALUOp[0] | 5 | Funct[4] |
==> per-stage QoR <==
step | util, % | power, mW | setup slack (ns) | hold slack [ns] | instances
finish | 34.69 | 0.2213 | -0.1219 | 1.001 | 168
global route | 34.69 | 0.2373 | -0.1956 | 1.025 | 168
CTS | 32.82 | 0.1976 | -0.1394 | 1.075 | 167
detailed placement | 25.86 | 0.1491 | -0.8097 | 1.765 | 151
global placement | 25.86 | 0.1474 | -0.7849 | 1.774 | 151
floorplan | - | 0.04965 | 0.2609 | 0.6597 | 63
No activity file was given, so power comes from the tool's default toggle rates.
