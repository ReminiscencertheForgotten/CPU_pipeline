==> design/flow/design.v <==
`timescale 1ns/1ps
module RegisterFile (
    input clk,
    input reset,
    input [4:0] read_reg1,
    input [4:0] read_reg2,
    input [4:0] write_reg,
    input [31:0] write_data,
    input RegWr,
    output [31:0] read_data1,
    output [31:0] read_data2
);
    reg [31:0] register_data [31:0];
    integer i;
    always @(posedge clk) begin
        if (reset) begin
            for (i = 0; i <= 31; i = i + 1) register_data[i] <= 0;
            register_data[29] <= 32'h7fff_effc;
        end
        else if (RegWr && write_reg) begin
            register_data[write_reg] <= write_data;
        end
    end
    assign read_data1 = (write_reg == read_reg1 && RegWr)?write_data:register_data[read_reg1];
    assign read_data2 = (write_reg == read_reg2 && RegWr)?write_data:register_data[read_reg2];
endmodule  
==> design/flow/run.sh <==
#!/bin/bash
# OpenROAD 26Q1-2900-gdf79404cd8, Yosys 0.63+post, stock flow scripts
make -C /OpenROAD-flow-scripts/flow DESIGN_CONFIG=/design/flow/config.mk WORK_HOME=/design/flow/orfs finish
==> design/flow/config.mk <==
export PLATFORM = sky130hd
export DESIGN_NAME = RegisterFile
export DESIGN_NICKNAME = RegisterFile
export VERILOG_FILES = /design/flow/design.v
export SDC_FILE = /design/flow/constraint.sdc
export NUM_CORES = 4
export LEC_CHECK = 1
export CORE_UTILIZATION = 40
==> design/flow/constraint.sdc <==
current_design RegisterFile

set clk_period 18.1
set clk_io_pct 0.2

create_clock -name clk0 -period $clk_period [get_ports {clk}]

set non_clock_inputs [all_inputs -no_clocks]
set_input_delay [expr $clk_period * $clk_io_pct] -clock clk0 $non_clock_inputs
set_output_delay [expr $clk_period * $clk_io_pct] -clock clk0 [all_outputs]
==> flow_summary.yaml <==
# physical design summary
final_timing:
  min_period_ns: 11.99
  setup_tns_ns: 0
  relSlewSlack_pct: 32.80
  drv_slew: 0
  max_freq_mhz: 83.42
  period_used_pct: 66.23
  final-setup-viol-count: 0
  hold_viol: 0
  rsz0062_at_grt: "no"
  worst_pin_slew_ns: 1.006
finish:
  largest_reg_flops: 1024
  syn_to_final_growth_pct: 11.30
  n_fill_cell: 12340
  largestRegisters: "register_data: 1024 flops"
  largest-register: "register_data"
  drive_gt1_share_pct: 10.85
power_and_ir_drop:
  p_total_mw: 5.827
  peakVddDrop_uv: 90.53
  p_per_area_nw_per_um2: 92.13
  leakage_nw: 23.93
synth:
  yosys-stat-area_um2: 56830
  netlist_area_um2: 56830
  syn_inst: 4449
  yosys_warnings: 1
  seq_area_frac_synth_pct: 54.11
  yosys_cells: 4449
  synth_cell_types: 31
  synth-seq-cells: 1024
  synth_area_per_cell_um2: 12.77
hold_path:
  min_path_type: "in -> reg"
routing:
  ant_nets: 0
  dr.pass1.iters: 6
  wl_met2_um: 91190
  route.detailed.drc: 0
  dr_wl_met3_um: 33820
  avgViaCountPerCell: 5.970
  drt_wl_total_um: 205400
  wl_met1_um: 70890
  vias: 38140
  avgRoutedWirePerCell_um: 32.15
  drt_iter0_drc: 2469
  routed.top_layer: "met5"
global_route:
  grt_overflow_total: 0
  grt_use_total_pct: 30.58
  grt_antenna_before_repair: 8
  grt_pass1_wl_um: 287600
  grt_max_degree: 88
  grt_pass1_vias: 39200
setup_path:
  cp.required_ns: 14.48
  cpMostUsedCell: "buf_4"
  timing.critical_path.fanout_max: 78
  cpMaxStageDelayCell: "buf_4"
  end_kind: "primary output"
  crit_chain: "buf_8 -> buf_4 -> buf_12 -> buf_4 -> buf_4 -> mux2i_1 -> a22o_1 -> a221oi_1 -> o22ai_1 -> o41ai_2 -> clkdlybuf4s50_1"
  cp-start-kind: "primary input"
  cpPeakStageDelay_ns: 0.69
  critical_path_class: "in -> out"
  timing.critical_path.arrival_ns: 8.37
placement:
  numPortBuffers: 113
  gp_congestion: 0.8818
  hpwl_um: 112700
clock_tree:
  cts_buffers: 113
  clock-sinks: 1024
  htree_levels: 3
  cts_buffer_depth: 3
  cts_tree: "done"
  clk_pin_slew_ns: 0.06
  cts_setup_buffers: 0
  cts_hold_buf: 0
  cts_root_buf: "clkbuf_16"
  post_cts_resized: 0
run:
  tool_warnings: 26
  drv_cap: 0
die:
  fp.dieW_um: 378.9
  rows: 137
  die_h_um: 378.9
  design.core.area_um2: 140200
  pin_count: 114
  dieArea_um2: 143600
  fp-utilization_pct: 40.53
outcome:
  status: "complete, no violations"
layout make-up:
cell class              count  area [um2]  share of cell area (%)
clock buffers             138        2964                   4.686
repair buffers            286        2487                   3.933
clock inverters            72       648.1                   1.025
diodes                      4       10.01                 0.01583
multi-input cells        2988       24040                   38.01
well taps                1876        2347                   3.711
flip-flops and latches   1024       30750                   48.62
logic make-up (layout without fill, tap and decap cells):
group / Yosys count / after routing / synth area share, %
AND/OR/NAND/NOR: 1154 / 1154 / 12.26
multiplexers: 1024 / 1024 / 18.04
flip-flops: 1024 / 1024 / 54.11
AND-OR/OR-AND: 768 / 768 / 11.10
buffers and inverters: 468 / 496 / 4.324
XOR/XNOR: 10 / 10 / 0.1541
other: 1 / 36 / 0.006599
through the flow:
step	setup WS (ns)	area, um2	hold slack [ns]	cells	util, %
3_3_place_gp	6.181	59630	4.423	6174	42.52
6_report	6.112	63250	3.673	6388	45.11
2_1_floorplan	9.572	56940	3.800	4480	-
5_1_grt	5.868	63240	3.652	6386	45.10
4_1_cts	6.184	63240	3.615	6384	45.10
3_5_place_dp	6.212	59630	4.402	6174	42.52
path summary, 6_finish.rpt:
kind	slack [ns]	cells after the start	from	to
setup / recovery	6.11	11	read_reg2[0]	read_data2[4]
hold / removal	3.67	2	reset	register_data[0][19]$_SDFFCE_PN0P_
cells in the final DEF, fill, tap and decap left out, types with 32 or more instances in the layout:
cell type        instances
a221oi_1               118
o41ai_2                 64
and2_1                 964
mux2i_1               1024
or2_2                   33
edfxtp_1              1024
a22oi_1                256
nand2_1                 65
a22o_1                 128
clkdlybuf4s50_1        110
clkbuf_16              115
nor2_4                  32
a21oi_1                128
conb_1                  32
buf_4                  170
o22ai_1                 64
cell usage after synthesis:
cell type,instances,area [um2]
buf_6,58,653.1
or2_2,33,206.5
o41ai_2,64,1041
xnor2_1,2,17.52
and2_1,966,6043
a21oi_1,128,640.6
clkbuf_4,22,165.2
a22o_1,128,1121
nor4_1,2,12.51
nor2_1,35,131.4
buf_8,4,60.06
edfxtp_1,1024,30750
or3_1,30,187.7
a22oi_1,256,1922
buf_1,32,120.1
o22ai_1,64,400.4
buf_4,27,202.7
a221oi_1,118,1033
nand3b_1,4,30.03
a221oi_2,10,150.1
mux2i_1,1024,10250
buf_2,29,145.1
conb_1,1,3.750
xor2_1,8,70.07
clkbuf_1,296,1111
nand3_1,2,10.01
nand2_1,68,255.2
nand2b_1,5,31.28
and3_1,2,12.51
nor2b_1,5,31.28
or3b_2,2,17.52
power by group:
group	total, mW	switching [mW]	internal [mW]
clock network	2.28	0.968	1.31
logic	0.742	0.467	0.275
registers	2.80	0.0634	2.74
critical path, delay by kind of cell:
kind	cells	cell delay (ns)
compound gates	4	0.99
buf+inv	6	3.43
mux	1	0.16
layer usage:
metal  vias up  GRT usage (%)
met5         -          2.916
met4        26          10.34
met3       522          20.89
met2      2510          44.19
met1     18360          36.72
li1      16720              -
No activity file was given, so power comes from the tool's default toggle rates.
